--- flow/design.v ---
module sync_loadclearreg(
    input load, clear, clk,
    input [7:0]D,
    output reg [7:0]Qout
    );
    always @(posedge clk)begin
        if (load)begin  
            Qout <= D;
        end else if (~clear)begin  
            Qout <= 8'b0;
        end
    end
endmodule
--- flow/run.sh ---
#!/bin/bash
# OpenROAD 26Q1-2900-gdf79404cd8, Yosys 0.63+post, stock flow scripts
make -C /OpenROAD-flow-scripts/flow DESIGN_CONFIG=/design/flow/config.mk WORK_HOME=/design/flow/orfs finish
--- flow/config.mk ---
export PLATFORM = sky130hd
export DESIGN_NAME = sync_loadclearreg
export DESIGN_NICKNAME = sync_loadclearreg
export VERILOG_FILES = /design/flow/design.v
export SDC_FILE = /design/flow/constraint.sdc
export NUM_CORES = 4
export LEC_CHECK = 1
export CORE_AREA = 10 10 70 70
export DIE_AREA = 0 0 80 80
--- flow/constraint.sdc ---
current_design sync_loadclearreg

set clk_period 1.5
set clk_io_pct 0.2

create_clock -name clk0 -period $clk_period [get_ports {clk}]

set non_clock_inputs [all_inputs -no_clocks]
set_input_delay [expr $clk_period * $clk_io_pct] -clock clk0 $non_clock_inputs
set_output_delay [expr $clk_period * $clk_io_pct] -clock clk0 [all_outputs]
==> notes.md <==
yosys + openroad results -> Synth Seq Share 81.01%, die footprint 6400 um2, CP Depth 1, final total power 500.6 uW, type of the worst setup path register to output port, Log Warnings 25, unrepaired setup endpoints after global routing no, CTS Buf Count 3, clk root buf clkbuf_4, Top Layout Cells clkdlybuf4s50_1, edfxtp_1, and2_1, Max Cap Viol 0, final setup margin 0.1644 ns, core area 3416 um2, largest net degree at the start of global routing 9, Final Setup Violations 0, CP top delay family buffers and inverters, min-delay worst type input pin to register, DRC 0, Yosys chip area 296.5 um2, CP startpoint Qout[1], Worst Setup Start Kind register, Critical Path Slowest Stage Cell clkdlybuf4s50_1, Seq. cell area 240.2 um2, Critical Path End Type output port, CTS tree built, postcts setup bufs 0, aoi share 0%, dominant kind of combinational cell simple AND/OR/NAND/NOR gates, Avg Cell Area, Syn 17.44 um2, fillers 396, largest vdd supply drop 0.0003499 V, max frequency 748.7 MHz, routed vias/inst 2.365, XOR/XNOR Area Share 0%, simple share 18.99%, minimum clock period 1.336 ns, crit-path max FO 1, Pleak 0.0001963 uW, total number of vias 201, Mux area share 0%, first-pass GRT wire length 986 um, # clock sinks 8, PostCTS Resize Cnt 0, Adder Area Share 0%, Detailed Route Iter0 Violations 1, H-tree levels 1, DP Area 541.8 um2, Core Util at FP 8.681%, Tot GR Track Use 2.037%, Worst slew margin 77.13%, Biggest register Qout, Final TNS setup 0 ns, gpl congestion 0.6780, TritonRoute pass-1 iters 2, design area 564.3 um2, cts hold-fix bufs 0, Layout area overhead 90.30%, Worst-path clk slew 0.04 ns, cells in synth_stat.txt 17, Final Hold Fails 0, Pins Over Slew Limit 0, global route total overflow 0, CP max stage delay 0.47 ns, vias in the first global route 256, Ports 19, distinct cell type count after synthesis 3, n_diodes 0, die width 80 um, DR WL/cell 8.024 um, P per Cell Area 887.2 nW/um2, Ys Warns 1, crit path DAT 1.04 ns, final period utilization 89.04%, final design utilization 16.52%, WP buf/inv 1, Setup crit end Qout[1], Placement Rows 21, drt total wl 682 um, area of the multi-input gates 56.30 um2, worst path required time 1.20 ns, Largest regs Qout (8), Antenna Nets Post-Route 0, initial antenna violation count 0, I/O Buffers 18, status finished, final reports clean, DP Worst Slack 0.06656 ns, max reg flops 8, Gate Count Post-Synth 17, Max Root-Sink Buffers 2, die y size 80 um, share of layout cells above drive strength 1 10.26%, flops out of synthesis 8, Cell Chain, Critical Path clkdlybuf4s50_1, Mapped Area 296.5 um2, dominant logic cell type in the layout clkdlybuf4s50_1, Worst Tran Pin Value 0.3431 ns
cell type report:
class	count	share of cell area (%)
Sequential cell	8	42.57
Timing Repair Buffer	19	33.26
Tap cell	46	10.20
Multi-Input combinational cell	9	9.978
Clock buffer	3	3.991
cell usage after synthesis, drive strengths merged:
master  number  area share [%]
nand2b       1             2.1
edfxtp       8              81
and2         8              17
power breakdown:
group | switching (uW) | leakage, uW | internal, uW
clock network | 59.7 | 0.0000138 | 90.6
registers | 5.21 | 0.0000847 | 269
logic | 15.0 | 0.0000978 | 60.8
total | 79.9 | 0.000196 | 421
worst min path at each step:
stage | start | to | slack [ns] | cells after the start
final | D[2] | Qout[2] | 0.72 | 2
after global routing | D[6] | Qout[6] | 0.71 | 2
after CTS | D[2] | Qout[2] | 0.71 | 2
per-layer routing:
| metal | wire [um] | share of wire (%) | up-vias | track usage [%] |
|---|---|---|---|---|
| met5 | 0 | 0 | - | 0 |
| met4 | 0 | 0 | 0 | 0.5282 |
| met3 | 70 | 10 | 0 | 1.477 |
| met2 | 404 | 59 | 11 | 4.254 |
| met1 | 207 | 30 | 86 | 1.236 |
| li1 | - | - | 104 | - |
kinds of logic (layout without fill, tap and decap cells):
group	count (synthesis)	in the layout
AND/OR/NAND/NOR	9	9
flip-flops	8	8
buffers and inverters	0	22
per-stage QoR:
stage | cells | hold WS (ns)
floorplan | 17 | 0.4982
global placement | 82 | 0.9666
detailed placement | 82 | 0.9677
CTS | 85 | 0.7085
global route | 85 | 0.7140
finish | 85 | 0.7181
Power figures rest on the tool's default switching activity, not on a simulated workload.
