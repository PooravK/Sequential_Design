## /design/flow/config.mk

```make
export PLATFORM = sky130hd
export DESIGN_NAME = SISO
export DESIGN_NICKNAME = SISO
export VERILOG_FILES = /design/flow/design.v
export SDC_FILE = /design/flow/constraint.sdc
export NUM_CORES = 4
export LEC_CHECK = 1
export CORE_AREA = 10 10 70 70
export DIE_AREA = 0 0 80 80
```

## /design/flow/constraint.sdc

```tcl
current_design SISO

set clk_period 1.0
set clk_io_pct 0.2

create_clock -name clk0 -period $clk_period [get_ports {clk}]

set non_clock_inputs [all_inputs -no_clocks]
set_input_delay [expr $clk_period * $clk_io_pct] -clock clk0 $non_clock_inputs
set_output_delay [expr $clk_period * $clk_io_pct] -clock clk0 [all_outputs]
```

## /design/flow/design.v

```verilog
module SISO(
    input clk, load, clear,
    input s_in,
    output reg s_out
    );
    reg [7:0]data_shift;
    always @(posedge clk or negedge clear)begin
        if (~clear)begin
            data_shift <= 8'b0;
            s_out <= 1'b0;
        end else if (load)begin
            data_shift <= {s_in, data_shift[7:1]};
            s_out <= data_shift[0];
        end
    end
endmodule
```

## /design/flow/run.sh

```bash
#!/bin/bash
# OpenROAD 26Q1-2900-gdf79404cd8, Yosys 0.63+post, stock flow scripts
make -C /OpenROAD-flow-scripts/flow DESIGN_CONFIG=/design/flow/config.mk WORK_HOME=/design/flow/orfs finish
```

==> git commit body <==
Record implementation results from latest flow run

* Status: completed
* Setup violations, final: 0
- Wire per inst: approximately 8.1 um
- The final layout contains routed wiring with a total length of about 600 um.
* Initial cell density of the core: 0.1088
- In this run the layout overhead on the synthesized area is reported as 47.81%.
* Cells along the critical path: buf_6 -> buf_4 -> mux2_4
* Area of the core: between 3000 and 4000 um2
- The initial antenna violation count was 0.
- The flow reported a cell area power density of 2025 nW/um2.
* Final critical-path required period: just under 1000 ps
* Combinational cell area excluding buffers and inverters: roughly 140 um2
- Final antenna-violating net count: 0
- Post-Synth Simple-Gate Area: 0
- Of the synthesized area, sequential elements account for 0.6061.
* Arrival time reported for the critical path endpoint: 1120 ps
* DRC violations left: 0
* Area taken by flip-flops and latches: between 200 and 250 um2
- Final worst-path cycle share: 0.9716
* Proportion of layout cells with a drive suffix above 1: 0.5667
- Port Buffer Count: 4
- Number of sinks driven by the clock tree: 9
- Per the OpenROAD floorplan log, the height of the die is around 80 um.
* Via count of the first global-routing pass: 212
* Clock transition at the registers of the reported paths: around 60 ps
- The most critical hold endpoint after final layout shows a slack of about 230 ps.
* Number of H-tree levels: 1
- Per the GRT congestion report, total overflow comes to 0.
* Yosys synthesis chip area: roughly 370 um2
- Routed via count divided by cell count: 2.579
- Tool warnings: 25
- The highest clock rate this design can be run at is ~1.0 GHz.
- 5 I/O pins were placed.
* Slew at the pin closest to its max-slew limit: 393.9 ps
* Number of endpoints with negative hold slack in the final report: 0
- Final standard cell utilization of the core: 0.1608
* Width of the die: 80 um
- Yosys mapped the design onto 3 distinct sky130hd cell types.
* # rows: 21
- The worst setup path is launched from a register.
* Crit-path slowest cell: sky130_fd_sc_hd__dfrtp_1
- Library cell with the largest summed area after synthesis: sky130_fd_sc_hd__dfrtp_1
- Per the detail_route report, the via count comes to approximately 200.
* Worst hold-check path type: input port to async pin
- The report puts the hold buffer count at CTS at 0.
- The worst register-to-register path has a depth of 3.
- Detailed-route iteration 0 reported a violation count of about 48.
- The critical path contains buffers and inverters numbering 2 combined.
- Avg Cell Area, Syn: 19.56 um2
- The longest incremental delay of any stage on the critical path is reported as between 300 and 400 ps.
* Routability Congestion: 0.7226
- Mapped cell area: 371.6 um2
* Synth mux share: 0.3636
* Number of cells in Yosys stat: 19
- Worst setup EP type: register
- Counting pins that exceed their max-slew limit in the final report gives 0.
- TritonCTS built the clock tree.
* Data required, critical path: about 1200 ps
- Adders+Majority by Area: 0
- Per the detail_route report, inserted antenna diodes total 0.
- Top comb family, area: multiplexers
* Largest driver fanout on the critical path: 2
- Die area: roughly 6400 um2
- Warnings reported by Yosys during synthesis add up to 1.
* Leakage: about 0.25 nW
- Largest buffer count on any clock path: 2
- In this run the maximum-capacitance check reported violations numbering 0.
- DPL Wire Length: ~400 um
* Skew final: 4.584 ps
- In this design, the largest share of critical-path delay is due to flip-flops.
* Source-to-sink clock delay at the later pin of the worst-skew pair: roughly 260 ps
* GR Util All Layers: 0.02308
- For this run, the detailed router's first-pass iteration total came to 2.
* Cells after synthesis: 19
- CTS added clock buffers totalling 3.
* Root buf cell: sky130_fd_sc_hd__clkbuf_4
* First-pass GRT wire length: 1097 um
- The share of synthesized area in the top cell type comes to 0.6061.
- Peak ir drop on the vdd network: roughly 740 uV
- The layout has just under 400 filler cells.
- After synthesis, the cell types taking the most area are sky130_fd_sc_hd__dfrtp_1 61%, sky130_fd_sc_hd__mux2_4 36%, sky130_fd_sc_hd__buf_6 3.0%.
- Max-slew headroom at the worst pin: 0.7366
- Flip-flop and latch count after synthesis: 9
* Total design power: between 1 and 1.5 mW
* Flop2flop setup slack: 30 ps
- XOR Share, Synth: 0
* Kind of critical path: register to register
- Worst reg2reg path startpoint: s_out$_DFFE_PN0P_
- Per the synthesis report, the AND-OR/OR-AND share of the synthesized area is 0.
- Worst flop-to-flop path endpoint: s_out$_DFFE_PN0P_
- Entering global routing, the biggest net connects 10 pins.
* Unrepaired setup endpoints after global routing: no
[per-stage QoR]
stage                     instance area (um2)  instances  setup WS, ps  TNS [ps]
after floorplan                         371.6         19         248.0         0
after global routing                    549.3         76         4.420         0
final                                   549.3         76         28.36         0
after CTS                               545.5         76         20.83         0
after global placement                  485.5         70        -268.9     -2416
after detailed placement                485.5         70        -280.5     -2482
[per-layer routing]
| metal | vias to the layer above | GRT usage | share of wire |
|---|---|---|---|
| met2 | 7 | 0.02488 | 0.30 |
| met4 | 0 | 0.003521 | 0.018 |
| met5 | - | 0 | 0 |
| met1 | 100 | 0.02981 | 0.54 |
| li1 | 87 | - | - |
| met3 | 2 | 0.02500 | 0.14 |
[synth_stat cells]
| library cell | n |
|---|---|
| sky130_fd_sc_hd__buf_6 | 1 |
| sky130_fd_sc_hd__mux2_4 | 9 |
| sky130_fd_sc_hd__dfrtp_1 | 9 |
[what timing repair did]
action,in CTS,in global routing
gates cloned,1,0
buffers inserted,1,0
resized,4,1
setup endpoints to repair,2,1
endpoints found under the hold margin,0,0
[logic make-up after synthesis]
family / after synthesis
DFF: 9
buffers and inverters: 1
muxes: 9
[state kept, by name, indices dropped and copies added, names as in the netlist]
signal / count
s_out: 1
data_shift: 8
[layout make-up]
class / instances / share of cell area
repair buffers: 8 / 0.1913
clock buffers: 4 / 0.04784
well taps: 46 / 0.1048
multi-input cells: 9 / 0.2460
flip-flops and latches: 9 / 0.4100
[how the worst max path moves through the flow]
stage                          endpoint              start  slack (ps)  cells past startpoint
after global routing  s_out$_DFFE_PN0P_  s_out$_DFFE_PN0P_           4                      3
final                 s_out$_DFFE_PN0P_  s_out$_DFFE_PN0P_          30                      3
after CTS             s_out$_DFFE_PN0P_  s_out$_DFFE_PN0P_          20                      3
[placed cells by master (no fill, tap or decap)]
| cell | n |
|---|---|
| sky130_fd_sc_hd__mux2_4 | 9 |
| sky130_fd_sc_hd__dfrtp_1 | 9 |
| sky130_fd_sc_hd__clkbuf_4 | 3 |
| sky130_fd_sc_hd__clkdlybuf4s50_1 | 2 |
| sky130_fd_sc_hd__clkbuf_1 | 1 |
| sky130_fd_sc_hd__bufbuf_16 | 1 |
| sky130_fd_sc_hd__dlygate4sd2_1 | 1 |
| sky130_fd_sc_hd__buf_2 | 1 |
| sky130_fd_sc_hd__buf_4 | 1 |
| sky130_fd_sc_hd__buf_12 | 1 |
| sky130_fd_sc_hd__buf_6 | 1 |
[power breakdown]
group / switching [mW] / leakage (nW) / internal [mW] / total [mW]
logic: 0.0583 / 0.131 / 0.241 / 0.299
clock network: 0.126 / 0.0150 / 0.154 / 0.279
registers: 0.0632 / 0.107 / 0.471 / 0.534
Power figures rest on the tool's default switching activity, not on a simulated workload.
